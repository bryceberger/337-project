<file path="flow/run.sh">
#!/bin/bash
# OpenROAD 26Q1-2900-gdf79404cd8, Yosys 0.63+post, stock flow scripts
make -C /OpenROAD-flow-scripts/flow DESIGN_CONFIG=/design/flow/config.mk WORK_HOME=/design/flow/orfs finish
</file>
<file path="flow/config.mk">
export PLATFORM = sky130hd
export DESIGN_NAME = flex_counter
export DESIGN_NICKNAME = flex_counter
export VERILOG_FILES = /design/flow/design.v
export SDC_FILE = /design/flow/constraint.sdc
export NUM_CORES = 4
export LEC_CHECK = 1
export CORE_AREA = 10 10 70 70
export DIE_AREA = 0 0 80 80
</file>
<file path="flow/constraint.sdc">
current_design flex_counter

set clk_period 2.3
set clk_io_pct 0.2

create_clock -name clk0 -period $clk_period [get_ports {clk}]

set non_clock_inputs [all_inputs -no_clocks]
set_input_delay [expr $clk_period * $clk_io_pct] -clock clk0 $non_clock_inputs
set_output_delay [expr $clk_period * $clk_io_pct] -clock clk0 [all_outputs]
</file>
<file path="flow/design.v">
typedef enum logic [1:0] {
    IDLE   = 'b00,
    BUSY   = 'b01,
    NONSEQ = 'b10,
    SEQ    = 'b11
} htrans_e;
typedef enum logic [3:0] {
    OUT   = 'b0001,
    IN    = 'b1001,
    DATA0 = 'b0011,
    DATA1 = 'b1011,
    ACK   = 'b0010,
    NACK  = 'b1010,
    STALL = 'b1110
} pid_e;
module flex_counter
#( parameter NUM_CNT_BITS = 4 )
(
	input logic clk, n_rst, clear, count_enable,
	input logic [(NUM_CNT_BITS-1):0] rollover_val,
	output logic [(NUM_CNT_BITS-1):0] count_out,
	output logic rollover_flag
);
always_ff @ (posedge clk, negedge n_rst) begin
	if (!n_rst) begin
		count_out <= 0;
		rollover_flag <= 0;
	end else if (clear) begin
		count_out <= 0;
		rollover_flag <= 0;
	end else if (count_enable) begin
		if (count_out == rollover_val) begin
			count_out <= 1;
			rollover_flag <= 0;
		end else if (count_out == rollover_val - 1) begin
			rollover_flag <= 1;
			count_out <= count_out + 1;
		end else begin
			count_out <= count_out + 1;
			rollover_flag <= 0;
		end
	end else begin
		count_out <= count_out;
		rollover_flag <= rollover_flag;
	end
end
endmodule
</file>
==> CHANGELOG.md <==
## Implementation

* Largest net degree at the start of global routing at 11
* Post-route clock period utilization at 80.4%
* Initial antenna violation count at 0
* Final worst slack at around 0.45 ns
* Area Growth Syn to Fin at 52.5%
* IO Count at 13
* Crit path cell chain: clkdlybuf4s50_1 > inv_1 > ha_1 > or2b_1 > a21oi_1 > a31oi_1 > a32o_1
* Core area at 3420 um2
* DR top layer: met3
* DR pass1 iterations at 4
* Grt total ovfl at 0
* Post-CTS Repair Setup Buffers at 0
* Vias after detailed routing at 365
* Clock sink count at 5
* Synth area leader: dfrtp_1
* Slew headroom at 79.9%
* WL met2 at between 400 and 500 um
* H-tree levels at 1
* CTS resizes at 0
* Required @ worst endpoint at 2.43 ns
* Final Instance Count excl. Fillers at slightly above 100
* Max-cap violations at 0
* Cell variety after synth at 20
* Yosys Chip Area at 379 um2
* Avg Cell Area, Syn at between 9 and 10 um2
* R2R Setup Slk at approximately 0.96 ns
* Crit path max fanout at 3
* Setup crit start: rollover_val[0]
* Tool warnings at 25
* Routed vias/inst at roughly 3.6
* Total Routing Usage GR at between 3 and 4%
* Vias in the first global route at between 300 and 400
* Die area at 6400 um2
* Setup TNS at 0 ns
* Max Clock Skew at 0.00174 ns
* Reg-to-reg endpoint: count_out[3]$_DFFE_PN0P_
* Cell Pwr Density at around 440 nW/um2
* Critical path launch point type: primary input
* Synth flops at 5
* DRT iter0 DRCs at 30
* Clk root buf: clkbuf_4
* Minimum clock period at 1.85 ns
* Clock tree from TritonCTS: done
* Fmax at 541 MHz
* FP Util at 11.1%
* P_leak at between 0.2 and 0.25 nW
* DRC at 0
* Area leader share at between 30% and 40%
* Share of synthesized registers carrying an async set or reset at around 100%
* EDFF count, synth at 0
* Reg2reg start: count_out[0]$_DFFE_PN0P_
* Die Y at around 80 um
* Critical path class: primary input to flip-flop
* Unrepaired setup endpoints after global routing: no
* CTS Buf Count at 3
* Wire per inst at roughly 10 um
* Ant. Diodes at 0
* FF-to-FF path depth at 4
* Hold Path Class: primary input to asynchronous set/reset pin
* Yosys Instances at roughly 41
* GP Congestion at roughly 0.69
* Met3 WL at 119 um
* Fraction of layout cells with a size suffix above 1 at between 7 and 8%
* Clk slew on worst S/H paths at approximately 0.040 ns
* Yosys Warn Count at 1
* Dpl ws at ~0.21 ns
* Worst Tran Pin Value at between 0.3 and 0.4 ns
* First-pass GRT wire length at 1660 um
* IO Port Bufs at 12
* WL final at 997 um
* Late-Pin Clk Latency at about 0.24 ns
* Syn Std Cell Area at approximately 380 um2
* Top cells by area: dfrtp_1 33%, xnor2_1 12%, a31oi_1 6.6%, ha_1 6.6%, a21oi_1 4.0%
* CP max stage cell: clkdlybuf4s50_1
* HPWL Detailed at approximately 840 um
* Syn Inst Count at around 41
* Row cnt at 21
* Maximum vdd drop at 114 uV
* Count of pins over their slew limit at 0
* Final setup fails at 0
* Final Hold Fails at 0
* Crit-path max cell delay at approximately 0.54 ns
* Met1 WL at approximately 450 um
* Setup crit end kind: flip-flop
* Outcome: finished, final reports clean
* Cts hold-fix bufs at 0
* Top cells by count, synth: 5 x dfrtp_1, 5 x xnor2_1, 4 x a31oi_1
* Placed insts at a little under 100
* CTS max path bufs at 2
* Die Width at ~80 um
* Dominant synthesized flop cell: dfrtp_1
* Seq/Total Area, Yosys at about 33%
* CP arrival at between 1.5 and 2 ns
* Final ANT Viol Nets at 0
worst max-delay path, delay by kind of cell:
| kind | cells | cell delay (ns) |
|---|---|---|
| adder cells (fa/ha/maj) | 1 | 0.22 |
| AND/OR/NAND/NOR | 1 | 0.24 |
| buffers and inverters | 2 | 0.61 |
| AND-OR/OR-AND | 3 | 0.45 |
per-stage QoR:
stage                     cell area [um2]  power (mW)  util, %  hold slack (ns)
after global placement                552       0.156     16.2            0.491
after detailed placement              552       0.157     16.2            0.505
after floorplan                       379       0.127        -            0.164
after global routing                  578       0.274     16.9            0.448
final                                 578       0.255     16.9            0.440
after CTS                             578       0.260     16.9            0.445
layout make-up:
| type | count | area, um2 |
|---|---|---|
| timing repair buffer | 12 | 120 |
| tap | 46 | 57.6 |
| fill | 384 | 2840 |
| multi-input combinational | 33 | 241 |
| sequential | 5 | 125 |
| inverter | 2 | 7.51 |
| clock buffer | 4 | 26.3 |
kinds of logic (layout without fill, tap and decap cells):
logic type	Yosys count	count (layout)	share of synthesized area (%)
compound gates	9	9	15.2
xor+xnor	6	6	13.9
fa+ha+maj	2	2	6.60
buf+inv	3	18	3.30
flops	5	5	33.0
simple gates	16	16	28.0
report_power, final:
group,switching (mW),leakage (nW),internal [mW],total [mW]
sequential,0.00679,0.0681,0.0920,0.0988
combinational,0.0230,0.129,0.0331,0.0561
clock,0.0347,0.0150,0.0655,0.100
worst max path at each step:
stage | to | slack [ns] | cells after the start
finish | rollover_flag$_DFFE_PN0P_ | 0.45 | 7
CTS | rollover_flag$_DFFE_PN0P_ | 0.46 | 7
global route | rollover_flag$_DFFE_PN0P_ | 0.37 | 7
flip-flops by register name (all words and copies together), names as in the netlist:
register       cells
rollover_flag      1
count_out          4
cell usage in the layout, fill, tap and decap left out:
| master | Yosys | layout |
|---|---|---|
| clkbuf_1 | 0 | 1 |
| nand4b_1 | 1 | 1 |
| nand4_2 | 1 | 1 |
| dfrtp_1 | 5 | 5 |
| a32o_1 | 1 | 1 |
| xor2_1 | 1 | 1 |
| nand3_1 | 3 | 3 |
| nor2_1 | 2 | 2 |
| a21oi_1 | 3 | 3 |
| nor3_1 | 1 | 1 |
| clkdlybuf4s50_1 | 0 | 12 |
| nor2b_1 | 1 | 1 |
| nand3b_1 | 2 | 2 |
| a31oi_1 | 4 | 4 |
| clkbuf_4 | 0 | 3 |
| o21bai_1 | 1 | 1 |
| xnor2_1 | 5 | 5 |
| nand2b_1 | 2 | 2 |
| ha_1 | 2 | 2 |
| nor4b_1 | 1 | 1 |
| inv_1 | 2 | 2 |
| or2b_1 | 2 | 2 |
layer usage:
layer | vias to the layer above | global-route usage [%]
li1 | 182 | -
met1 | 171 | 3.87
met2 | 12 | 4.57
met3 | 0 | 1.82
met4 | 0 | 0.704
met5 | - | 0
Power is estimated from default activity; no workload was simulated.
