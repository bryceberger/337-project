==> flow/run.sh <==
#!/bin/bash
# OpenROAD 26Q1-2900-gdf79404cd8, Yosys 0.63+post, stock flow scripts
make -C /OpenROAD-flow-scripts/flow DESIGN_CONFIG=/design/flow/config.mk WORK_HOME=/design/flow/orfs finish
==> flow/config.mk <==
export PLATFORM = sky130hd
export DESIGN_NAME = flex_pts_sr
export DESIGN_NICKNAME = flex_pts_sr
export VERILOG_FILES = /design/flow/design.v
export SDC_FILE = /design/flow/constraint.sdc
export NUM_CORES = 4
export LEC_CHECK = 1
export CORE_AREA = 10 10 70 70
export DIE_AREA = 0 0 80 80
==> flow/constraint.sdc <==
current_design flex_pts_sr

set clk_period 1.5
set clk_io_pct 0.2

create_clock -name clk0 -period $clk_period [get_ports {clk}]

set non_clock_inputs [all_inputs -no_clocks]
set_input_delay [expr $clk_period * $clk_io_pct] -clock clk0 $non_clock_inputs
set_output_delay [expr $clk_period * $clk_io_pct] -clock clk0 [all_outputs]
==> flow/design.v <==
typedef enum logic [1:0] {
    IDLE   = 'b00,
    BUSY   = 'b01,
    NONSEQ = 'b10,
    SEQ    = 'b11
} htrans_e;
typedef enum logic [3:0] {
    OUT   = 'b0001,
    IN    = 'b1001,
    DATA0 = 'b0011,
    DATA1 = 'b1011,
    ACK   = 'b0010,
    NACK  = 'b1010,
    STALL = 'b1110
} pid_e;
module flex_pts_sr #(
    parameter NUM_BITS  = 4,
    parameter SHIFT_MSB = 1
) (
    input logic clk,
    n_rst,
    shift_enable,
    load_enable,
    input logic [(NUM_BITS-1):0] parallel_in,
    output logic serial_out
);
    logic [(NUM_BITS-1):0] saved;
    always_ff @(posedge clk, negedge n_rst)
        if (!n_rst) saved <= -1;
        else if (load_enable) saved <= parallel_in;
        else if (shift_enable)
            if (SHIFT_MSB) saved <= {saved[(NUM_BITS-2):0], 1'b1};
            else saved <= {1'b1, saved[(NUM_BITS-1):1]};
    assign serial_out = SHIFT_MSB ? saved[NUM_BITS-1] : saved[0];
endmodule
==> impl_summary.log <==
[metrics] run summary
[metrics] global-route wire length before repair: 779 um
[metrics] width of the die: 80 um
[metrics] Total Wirelength: 511 um
[metrics] worst reg2reg path startpoint: saved[2]
[metrics] Final Critical Period: 1.24 ns
[metrics] Max Fclk: 808 MHz
[metrics] Combinational Power Share: 14.4%
[metrics] final number of max-transition violations: 0
[metrics] die extent in y: 80 um
[metrics] flip-flop count of the largest register, all copies and words added: 4
[metrics] slowest cell delay on critical path: 0.51 ns
[metrics] number of warnings the tools reported: 25
[metrics] class of the tightest hold or removal check: in2async
[metrics] warnings from Yosys: 1
[metrics] Longest Clk Path Bufs: 2
[metrics] number of failing setup endpoints in the final timing report: 0
[metrics] Worst Max-Slew Pin Slew: 0.236 ns
[metrics] Root Driver: sky130_fd_sc_hd__clkbuf_4
[metrics] Post-route DRC: 0
[metrics] maximum vdd drop: 0.243 mV
[metrics] pin count of the biggest net entering global routing: 9
[metrics] row cnt: 21
[metrics] cell count after synthesis: 16
[metrics] number of gates resized after cts: 1
[metrics] clock tree from TritonCTS: yes
[metrics] switching power share of the total: 19.4%
[metrics] Port Buffers: 8
[metrics] list of cells traversed by the critical path: dlygate4sd2_1
[metrics] kind of cell adding the most delay to the critical path: flip-flops
[metrics] sequential cell area: 105 um2
[metrics] Core Util, Final: 9.74%
[metrics] Arrival @ worst endpoint: 0.94 ns
[metrics] crit end category: primary output
[metrics] fraction of layout cells with a size suffix above 1: 25.9%
[metrics] critical register-to-register path endpoint: saved[3]
[metrics] total congestion overflow: 0
[metrics] Core ar.: 3420 um2
[metrics] pwr dens: 909 nW/um2
[metrics] WP buf/inv: 1
[metrics] P_int: 0.244 mW
[metrics] most common cell after layout, fill and taps aside: sky130_fd_sc_hd__clkdlybuf4s50_1
[metrics] maximum fanout count along the critical path: 2
[metrics] leakage power total: 0.123 nW
[metrics] number of buffers inserted for hold repair after clock tree synthesis: 0
[metrics] setup repair after global routing missed its margin: false
[metrics] sequential cell area fraction in the yosys report: 60.4%
[metrics] switching power of the nets: 0.0586 mW
[metrics] most used cells in the layout excluding fill and tap cells: 7 x sky130_fd_sc_hd__clkdlybuf4s50_1, 4 x sky130_fd_sc_hd__nand2_1, 4 x sky130_fd_sc_hd__dfstp_2
[metrics] Detailed Routing Iterations Pass 1: 3
[metrics] number of global-route vias before repair: 162
[metrics] aggregate global-route resource usage: 1.67%
[metrics] R2R Setup Slk: 0.70 ns
[metrics] number of CTS-inserted buffers: 3
[metrics] multi-input gate area in the final layout: 68.8 um2
[metrics] worst path required time: 1.20 ns
[metrics] type of element launching the critical path: flip-flop
[metrics] count of H-tree levels built during CTS: 1
[metrics] maximum capacitance violations: 0
[metrics] count of cell types in the netlist: 6
[metrics] largest registers in the final layout: saved (4)
[metrics] worst setup path class: reg2out
[metrics] Clock Pin Slew Worst Setup and Hold Paths: 0.04 ns
[metrics] clk latency late pin: 0.23 ns
[metrics] synthesized chip area reported by yosys: 174 um2
[metrics] FF-to-FF path depth: 2
[metrics] number of endpoints with negative hold slack in the final report: 0
[metrics] final worst clock skew: 0.00383 ns
[metrics] detailed-route via count: 155
[metrics] cell area after technology mapping: 174 um2
[metrics] Worst slew margin: 84.2%
[metrics] startpoint of the worst setup timing path: saved[3]
[metrics] run status: finished, final reports clean
[metrics] Die Size: 6400 um2
[metrics] Clock power frac: 42.0%
[metrics] part of the cycle the worst path needs: 82.5%
[metrics] Setup Fix Bufs, Post-CTS: 0
[metrics] number of clock sinks: 4
[metrics] register containing the most flip-flops in the final layout: saved
[metrics] Area growth syn-to-layout: 91.4%
[metrics] number of standard cells reported by yosys: 16
[metrics] Slowest-stage cell, CP: sky130_fd_sc_hd__dfstp_2
[metrics] Syn Area/Cell: 10.9 um2
[metrics] post-detailed-route count of antenna-violating nets: 0
[metrics] routability-driven placement congestion ratio: 0.662
[metrics] detailed router's first-iteration violation count: 5
[metrics] mean number of vias per cell: 2.12
[metrics] routed len/inst: 7.00 um
[metrics] IO Pins: 9
[metrics] count of filler cells inserted in the layout: 408
[metrics] number of antenna diodes: 0
[metrics] post-synthesis sequential element count: 4
[metrics] Reg power frac: 43.6%
[metrics] sum of negative setup slack: 0 ns
[metrics] Pre-Place Util: 5.09%
[metrics] antenna violations before repair: 0
-- layout make-up --
type / count / share of cell area, %
multi-input cells: 12 / 20.7
flip-flops and latches: 4 / 31.6
clock buffers: 3 / 6.77
well taps: 46 / 17.3
repair buffers: 8 / 23.7
-- power by group through the flow --
stage	combinational, mW	sequential, mW	clock (mW)
after global routing	0.0480	0.133	0.144
final	0.0436	0.132	0.127
after CTS	0.0443	0.132	0.136
-- metrics by stage --
step | cells | hold slack, ns | total power, mW | area [um2] | setup WS (ns)
after floorplan | 16 | 0.152 | 0.146 | 174 | 0.712
after global placement | 70 | 0.507 | 0.178 | 312 | 0.231
after detailed placement | 70 | 0.509 | 0.179 | 312 | 0.227
after CTS | 73 | 0.478 | 0.312 | 333 | 0.242
after global routing | 73 | 0.511 | 0.326 | 333 | 0.224
final | 73 | 0.480 | 0.303 | 333 | 0.263
-- how the worst max path moves through the flow --
stage                 slack [ns]    endpoint  cells past startpoint
final                       0.26  serial_out                      1
after global routing        0.22  serial_out                      1
after CTS                   0.24  serial_out                      1
-- cells in the mapped netlist --
cell type | count | area share [%]
sky130_fd_sc_hd__dfstp_2 | 4 | 60
sky130_fd_sc_hd__mux2i_1 | 3 | 17
sky130_fd_sc_hd__nand2_1 | 4 | 8.6
sky130_fd_sc_hd__nor2_1 | 1 | 2.2
sky130_fd_sc_hd__o21ai_0 | 1 | 2.9
sky130_fd_sc_hd__o21ai_1 | 3 | 8.6
-- logic make-up after synthesis --
group           synth area share (%)
simple gates                    10.8
flops                           60.4
compound gates                  11.5
mux                             17.3
-- per-layer routing --
| metal | global-route usage (%) | part of all wire, % |
|---|---|---|
| met3 | 1.36 | 9.0 |
| met4 | 0.880 | 4.1 |
| met1 | 1.27 | 30 |
| met2 | 2.89 | 56 |
| met5 | 0 | 0 |
Power and IR drop assume default switching activity.
